--- config.mk ---
export PLATFORM = sky130hd
export DESIGN_NAME = MEM_WB
export DESIGN_NICKNAME = MEM_WB
export VERILOG_FILES = /design/flow/design.v
export SDC_FILE = /design/flow/constraint.sdc
export NUM_CORES = 4
export LEC_CHECK = 1
export CORE_UTILIZATION = 40
--- constraint.sdc ---
current_design MEM_WB

set clk_period 1.0
set clk_io_pct 0.2

create_clock -name clk0 -period $clk_period [get_ports {clk}]

set non_clock_inputs [all_inputs -no_clocks]
set_input_delay [expr $clk_period * $clk_io_pct] -clock clk0 $non_clock_inputs
set_output_delay [expr $clk_period * $clk_io_pct] -clock clk0 [all_outputs]
--- run.sh ---
#!/bin/bash
# OpenROAD 26Q1-2900-gdf79404cd8, Yosys 0.63+post, stock flow scripts
make -C /OpenROAD-flow-scripts/flow DESIGN_CONFIG=/design/flow/config.mk WORK_HOME=/design/flow/orfs finish
--- design.v ---
module MEM_WB (clk, rst, MEM_WB_WR, ALU_C_IN,ALU_C_OUT,DM_DATA_IN,DM_DATA_OUT,reg_rd_in,INSTR_iN,INSTR_OUT,reg_rd_out,REGW_IN,REGW_OUT,
                MEM2R_IN,MEM2R_OUT);
   input         clk;
   input         rst;
   input         MEM_WB_WR; 
   input  [31:0] ALU_C_IN;
   input  [31:0] DM_DATA_IN;
   input  [4:0] reg_rd_in;
   input  REGW_IN;
   input  MEM2R_IN;
   input [31:0] INSTR_iN;
   output reg [31:0] DM_DATA_OUT;
   output reg [31:0] ALU_C_OUT;
   output reg [4:0] reg_rd_out;
   output reg REGW_OUT;
   output reg MEM2R_OUT;
   output reg INSTR_OUT;
   always @(posedge clk or posedge rst) begin
      if ( rst ) 
        begin
            ALU_C_OUT<= 0;
            DM_DATA_OUT<= 0;
            reg_rd_out<= 0;
            REGW_OUT<= 0;
            MEM2R_OUT<= 0;
            INSTR_OUT<=0;
        end
      else  
        begin
            ALU_C_OUT<=ALU_C_IN;
            DM_DATA_OUT<= DM_DATA_IN;
            reg_rd_out<= reg_rd_in;
            REGW_OUT<= REGW_IN;
            MEM2R_OUT<= MEM2R_IN;
            INSTR_OUT<=INSTR_iN;
        end
   end  
endmodule
==> flow_metrics.env <==
# physical design summary
export IMPL_path_depth=1
export IMPL_postRouteAntennaNets=0
export IMPL_wire_per_inst_um=16.1
export IMPL_fillerInstances=271
export IMPL_crit_buf_inv=1
export IMPL_yosys_top_cells_area="dfrtp_1, inv_1"
export IMPL_yosysWarningCount=1
export IMPL_syn_avg_cell_area_um2=24.7
export IMPL_violations="setup timing"
export IMPL_via_per_inst=4.27
export IMPL_setup_ws_ns=-0.0319
export IMPL_outcome="finished with violations"
export IMPL_netlist_area_um2=1810
export IMPL_numCtsBuffers=9
export IMPL_fp_dieH_um=69.2
export IMPL_routabilityCongestion=0.721
export IMPL_slowest_delay_ns=0.38
export IMPL_dieArea_um2=4790
export IMPL_ys_types=2
export IMPL_async_reset_ff_share_pct=100
export IMPL_synth_top_cell_area_share_pct=99.8
export IMPL_worstSetupStartpoint="ALU_C_OUT[1]"
export IMPL_cp_max_fo=1
export IMPL_port_buffers=145
export IMPL_io_pin_count=178
export IMPL_clockBufferDepth=2
export IMPL_design_area_um2=3210
export IMPL_min_period_ns=1.03
export IMPL_top_area_cell="dfrtp_1"
export IMPL_comb_area_um2=0
export IMPL_maxCapViolCount=0
export IMPL_ys_seq_share_pct=99.8
export IMPL_clk_pin_slew_worst_paths_ns=0.07
export IMPL_htreeDepth=3
export IMPL_cts_sinks=72
export IMPL_gr_total_overflow=0
export IMPL_grt_max_degree=28
export IMPL_crit_arrival_ns=0.83
export IMPL_grt_pass1_wl_mm=7.49
export IMPL_crit_type="reg -> out"
export IMPL_tightest_slew_ns=0.147
export IMPL_tns_ns=-0.198
export IMPL_antenna_found_initial=0
export IMPL_end_kind="output pin"
export IMPL_cp_endpoint="ALU_C_OUT[1]"
export IMPL_p_per_area_nw_per_um2=1740
export IMPL_leakage_nw=1.54
export IMPL_hold_worst_slack_ns=0.305
export IMPL_hold_buffers=0
export IMPL_fp_coreArea_um2=4350
export IMPL_grt_usage_pct=22.0
export IMPL_ctsResizeCount=219
export IMPL_finalCritPeriodShare_pct=103
export IMPL_critPathTopFamily="flip-flops"
export IMPL_relSlewSlack_pct=90.2
export IMPL_vias=1235
export IMPL_cts_root_buffer="clkbuf_8"
export IMPL_dp_hpwl_mm=3.46
export IMPL_hold_class="in -> async"
export IMPL_edf_count=0
export IMPL_slew_violations=0
export IMPL_crit_chain="buf_2"
export IMPL_finalHoldViolations=0
export IMPL_ys_ff=72
export IMPL_rsz0062_at_grt="true"
export IMPL_wirelength_mm=4.65
export IMPL_warning_count=63
export IMPL_layout_drive_gt1_share_pct=38.4
export IMPL_synth_cells=73
export IMPL_diodes=0
export IMPL_area_growth_pct=77.8
export IMPL_comb_cells=0
export IMPL_ys_top_cells_by_count="dfrtp_1, inv_1"
export IMPL_first_global_vias=1422
export IMPL_final_util_pct=73.7
export IMPL_row_count=24
export IMPL_yosys_cells=73
export IMPL_setup_viol=16
export IMPL_fmax_ghz=0.969
export IMPL_cp_required_ns=0.80
export IMPL_post_cts_buffers=0
export IMPL_ff_type="dfrtp_1"
export IMPL_die_width_um=69.2
export IMPL_total_power_w=0.00559
export IMPL_cts_tree="built"
export IMPL_vdd_drop_max_uv=1420
export IMPL_drc=0
export IMPL_cp_start_kind="flop"
export IMPL_drt_iter0_drc=33
export IMPL_synth_top_cell_by_count="dfrtp_1"
export IMPL_slowest_stage="dfrtp_1"
export IMPL_dpl_instance_area_um2=3390
export IMPL_ys_area_um2=1810
export IMPL_firstDrtPassIters=4
export IMPL_fp_util_pct=41.5
## per-layer routing
metal  track usage, %  vias up  part of all wire [%]
met2             31.0       87                    45
met5                0        -                     0
met1             33.2      598                    38
met4             4.54        0                   2.2
li1                 -      539                     -
met3             11.8       11                    15
## cell usage in the layout (no fill, tap or decap), drive strengths merged
master and n:
buf 75, clkdlybuf4s50 73, dfrtp 72, clkbuf 13, clkinv 3, clkinvlp 1
## area by class of cell
type                  count  area [um2]  area share (%)
sequential               72        1800            56.1
timing repair buffer    148        1150            35.9
clock buffer             13         169            5.26
tap                      52        65.1            2.03
clock inverter            3        15.0           0.468
inverter                  1        7.51           0.234
## cells by family (layout without fill, tap and decap cells)
group	count (synthesis)	in the layout	synth area share, %
buffers and inverters	1	165	0.208
DFF	72	72	99.8
## stage by stage
| stage | cells | setup WS, ns |
|---|---|---|
| 2_1_floorplan | 73 | 0.00204 |
| 3_3_place_gp | 273 | 0.00668 |
| 3_5_place_dp | 273 | -0.0286 |
| 4_1_cts | 289 | -0.0511 |
| 5_1_grt | 289 | -0.0617 |
| 6_report | 289 | -0.0319 |
## sequential cells by signal, indices dropped and copies added (netlist names)
signal       count
MEM2R_OUT        1
REGW_OUT         1
reg_rd_out       5
DM_DATA_OUT     32
INSTR_OUT        1
ALU_C_OUT       32
## power by group
| group | internal (W) | switching, W |
|---|---|---|
| Sequential | 0.00306 | 0.0000355 |
| Combinational | 0.000363 | 0.000126 |
| Clock | 0.00109 | 0.000920 |
## worst min-delay path by stage
| stage | slack (ns) | to | from |
|---|---|---|---|
| 4_1_cts | 0.29 | DM_DATA_OUT[20] | rst |
| 5_1_grt | 0.29 | ALU_C_OUT[23] | ALU_C_IN[23] |
| 6_report | 0.31 | ALU_C_OUT[9] | rst |
Power figures rest on the tool's default switching activity, not on a simulated workload.
